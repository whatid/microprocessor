<file path="./design.v">
package lc3b_types;
typedef logic [15:0] lc3b_word;
typedef logic  [7:0] lc3b_byte;
typedef logic   [7:0]  lc3b_trapvect8; 
typedef logic  [10:0] lc3b_offset11; 
typedef logic  [8:0] lc3b_offset9;
typedef logic  [5:0] lc3b_offset6;
typedef logic  [127:0] lc3b_line; 
typedef logic  [8:0] lc3b_tag; 
typedef logic  [4:0] lc3b_imm5;
typedef logic  [3:0] lc3b_imm4; 
typedef logic  [2:0] lc3b_reg;
typedef logic  [2:0] lc3b_nzp;
typedef logic  [2:0] lc3b_3bit; 
typedef logic  [1:0] lc3b_mem_wmask;
typedef logic  [1:0] lc3b_2bit; 
typedef logic  lc3b_sel; 
typedef enum bit [3:0] {
    op_add  = 4'b0001,
    op_and  = 4'b0101,
    op_br   = 4'b0000,
    op_jmp  = 4'b1100,    
    op_jsr  = 4'b0100,    
    op_ldb  = 4'b0010,
    op_ldi  = 4'b1010,
    op_ldr  = 4'b0110,
    op_lea  = 4'b1110,
    op_not  = 4'b1001,
    op_extra  = 4'b1000,
    op_shf  = 4'b1101,
    op_stb  = 4'b0011,
    op_sti  = 4'b1011,
    op_str  = 4'b0111,
    op_trap = 4'b1111
} lc3b_opcode;
typedef enum bit [3:0] {
    alu_add,
    alu_and,
    alu_not,
    alu_pass,
    alu_sll,
    alu_srl,
    alu_sra,
	 alu_sub,
	 alu_or,
	 alu_xor,
	 alu_mult,
	 alu_nor,
	 alu_xnor,
	 alu_nand
} lc3b_aluop;
typedef struct packed 
{
	lc3b_opcode opcode; 
	lc3b_aluop aluop; 
	logic load_cc; 
	logic storemux_sel;
	lc3b_2bit alumux_sel;
	lc3b_3bit regfilemux_sel;
	lc3b_2bit marmux_sel;
	lc3b_sel mdrmux_sel;
	logic storemux_sel2; 
	logic srcmux_sel; 
	logic mem_read;
	logic mem_write;
	logic load_regfile; 
} lc3b_control_word; 
endpackage : lc3b_types
module cache_control
(
	input clk, 
	input logic lru_out, 
	input logic dirty_out, 
	input logic access1, 
	input logic access2, 
	input logic hit,
	output logic write1,
	output logic write2,
	output logic load_dbit1, 
	output logic load_dbit2, 
	output logic load_lru, 
	output logic set_dbit,
	output logic set_vbit, 
	output logic set_lbit, 
	output logic load_vbit1, 
	output logic load_vbit2, 
	output logic load_data1, 
	output logic load_data2,
	output logic load_tag1, 
	output logic load_tag2, 
	output logic data_sel,
	output logic write_back, 
	output logic phys_sel, 
	input logic mem_read, 
	input logic mem_write, 
	input logic pmem_resp, 
	output logic pmem_read, 
	output logic pmem_write,
	output logic mem_resp
);
enum int unsigned {
	start,
	next,
	retrieve,
	writeback,
	dirty
} state, next_state;
always_comb
begin
	load_dbit1 = 1'b0; 
	load_dbit2 = 1'b0; 
	load_lru = 1'b0; 
	set_dbit = 1'b0; 
	set_vbit = 1'b0;
	set_lbit = 1'b0;
	load_vbit1 = 1'b0; 
	load_vbit2 = 1'b0; 
	load_data1 = 1'b0; 
	load_data2 = 1'b0; 
	load_tag1 = 1'b0; 
	load_tag2 = 1'b0; 
	data_sel = 1'b0; 
	pmem_read = 1'b0; 
	pmem_write = 1'b0; 
	mem_resp = 1'b0; 
	write1 = 1'b0; 
	write2 = 1'b0; 
	write_back = 1'b0; 
	phys_sel = 1'b0; 
	case(state)
		start: begin
			if (hit == 1 && mem_read == 1) begin
				mem_resp = 1; 
				if (lru_out == 0) begin
					set_lbit = 1; 
					load_lru = 1; 
				end
				else begin
					set_lbit = 0; 
					load_lru = 1;
				end
			end	
			if (hit == 1 && mem_write == 1) begin		
				if (access1 == 1) begin
					write1 = 1;  
					set_dbit = 1; 
					load_dbit1 = 1; 
				end
				if (access2 == 1) begin
					write2 = 1; 	
					set_dbit = 1; 
					load_dbit2 = 1; 
				end
				if (lru_out == 0) begin
					set_lbit = 1; 
					load_lru = 1; 
				end
				else begin
					set_lbit = 0; 
					load_lru = 1;
				end
				mem_resp = 1; 
			end
		end
		retrieve: begin
			pmem_read = 1; 
		end
		next: begin
			set_vbit = 1; 		
			if (lru_out == 0) begin
				if (mem_write == 1) begin
					set_dbit = 1; 
					load_dbit1 = 1; 
				end
				load_data1 = 1; 
				load_vbit1 = 1; 
				set_lbit = 1; 
				load_lru = 1; 
				load_tag1 = 1; 
			end
			else begin
				if (mem_write == 1) begin
					set_dbit = 1; 
					load_dbit2 = 1; 
				end
				load_data2 = 1; 
				load_vbit2 = 1; 
				set_lbit = 0; 
				load_lru = 1; 
				load_tag2 = 1; 
			end
		end
		dirty: begin
			write_back = 1;
			phys_sel = 1; 
			if (lru_out == 0)
				data_sel = 0; 
			else 
				data_sel = 1; 
			pmem_write = 1; 	
		end
		default: ; 
	endcase
end
always_comb
begin: next_state_logic
	case(state)
		start: begin
			if (hit == 0 && mem_read == 1) begin
				if (dirty_out == 1)
					next_state = dirty; 
				else 
					next_state = retrieve; 
			end
			else if (hit == 0 && mem_write == 1) begin
				if (dirty_out == 1)
					next_state = dirty;
				else 
					next_state = retrieve; 
			end
			else
				next_state = start; 
		end
		retrieve: begin
			if (pmem_resp == 0)
				next_state = retrieve; 
			else 
				next_state = next;  
		end
		next: 
			next_state = start; 
		dirty:  begin
			if (pmem_resp == 0)
				next_state = dirty;
			else
				next_state = retrieve; 
		end
		default: 
			next_state = start; 
	endcase
end	
always_ff @(posedge clk)
begin: next_state_assignment
	 state = next_state;
end
endmodule: cache_control
</file>
<file path="./run.sh">
#!/bin/bash
# OpenROAD 26Q1-2900-gdf79404cd8, Yosys 0.63+post, stock flow scripts
make -C /OpenROAD-flow-scripts/flow DESIGN_CONFIG=/design/flow/config.mk WORK_HOME=/design/flow/orfs finish
</file>
<file path="./config.mk">
export PLATFORM = sky130hd
export DESIGN_NAME = cache_control
export DESIGN_NICKNAME = cache_control
export VERILOG_FILES = /design/flow/design.v
export SDC_FILE = /design/flow/constraint.sdc
export NUM_CORES = 4
export LEC_CHECK = 1
export CORE_AREA = 10 10 70 70
export DIE_AREA = 0 0 80 80
</file>
<file path="./constraint.sdc">
current_design cache_control

set clk_period 1.5
set clk_io_pct 0.2

create_clock -name clk0 -period $clk_period [get_ports {clk}]

set non_clock_inputs [all_inputs -no_clocks]
set_input_delay [expr $clk_period * $clk_io_pct] -clock clk0 $non_clock_inputs
set_output_delay [expr $clk_period * $clk_io_pct] -clock clk0 [all_outputs]
</file>
==> run notes <==
Implementation results are summarized by area below.

Min path
The class of the worst hold path is input port to flop.

GRT
The wire length of the first global-routing pass is 2070 um. The number of antenna violations at the first check in global routing is 0. Global routing used 3.934% of the available tracks across all layers. Summed over all layers, the global routing overflow is 0. The via count of the first global-routing pass is roughly 460. Entering global routing, the biggest net connects 7 pins.

Final timing
Counting endpoints that fail hold in the final report gives 0. The setup violation total in the final timing report is 1. Setup repair after global routing could not meet its margin everywhere.

The transition time of the tightest slew-check pin is 295.4 ps. Adding up every negative setup slack in the final design gives -18.23 ps. The critical path in the final layout is reported with a setup slack of -18.23 ps. Per the final report, max-transition violations number 0. Static timing analysis puts the maximum clock frequency at 658.7 MHz. The worst path uses 101.2% of the clock period. The final period demand of the worst path is 1518 ps. The maximum clock skew at final layout is around 1.6 ps. Headroom to the max-slew limit came out at between 80 and 90%.

Clock tree
The CTS buffer count is 3. The number of hold buffers added after cts is 0. TritonCTS built the clock tree. The number of H-tree branching levels is 1. The maximum buffer depth of the clock tree is 2. The cell sitting at the root of the clock tree is a sky130_fd_sc_hd__clkbuf_4. The clock-pin slew on the worst setup and hold paths is roughly 40 ps. The later pin in the worst-skew pair is clocked with a latency of 230 ps. CTS saw 3 sinks.

Routing
The wire length the detailed router placed on met1 is 570 um. The detail route stage leaves a number of antenna-violating nets equal to 0. The number of antenna diodes is 0.

Per the detail_route log, met3 wirelength is around 170 um. The via count is 438. The detailed-route wire length per cell is 10.61 um.

Detailed routing placed a total of 606 um of wire on met2. The detailed router's first-iteration violation count is 11. The first detailed-routing pass took 3 iterations.

The detailed-route wire length is 1379 um. The uppermost metal layer occupied by signal nets is met4. The mean number of vias per cell is about 3.4.

In the routed design, unresolved DRC markers number 0.

Yosys
The proportion of register bits with asynchronous set or reset after synthesis is 0%. The post-synthesis register bit count is 3. The post-synthesis chip area from yosys is 305.3 um^2. The dominant register cell in the synthesized netlist is sky130_fd_sc_hd__dfxtp_1. For this design, Yosys synthesis ends with a cell count of ~43. The count of library flops with an enable pin is 0. The average footprint of a synthesized cell is approximately 7 um^2. Per the synthesis report, the number of distinct cell types is 20.

The proportion of synthesized chip area in sequential cells is 19.67%. The warning tally printed by Yosys for this design is 1. Synthesis produced between 40 and 50 cells.

The area of the mapped netlist is 305.3 um^2.

Setup path
The largest fanout of any net on the critical path is 3. STA classifies the critical path endpoint as an output port. The critical path arrival is 1220 ps. The critical setup path kind is flop to output port.

For the worst setup path, the data required time is 1200 ps. The worst setup path is launched from a flop.

Place
Note, the detailed placer reported a final HPWL of 1131 um. The pre-CTS setup slack is -506.3 ps. The weighted congestion at the end of routability-driven global placement is 0.7930. The post-placement cell area is 673.1 um^2. In this run the tool buffered the top-level ports with 28 buffer cells.

Run
The number of maximum-capacitance violations recorded for the run is 0. The logs give a warning total of 27.

Layout
The post-route netlist has 67.86% of its cells at a drive strength greater than 1. The synthesis-to-layout area growth is 162.7%. The register with the most flip-flops in the layout has 3 of them. The top cell types in the final layout, fill and taps aside, are sky130_fd_sc_hd__buf_4 (11), sky130_fd_sc_hd__buf_6 (8), sky130_fd_sc_hd__buf_2 (7). With fillers left out, the area of the finished cells amounts to roughly 800 um^2. The share of the core filled with cells in the final layout is 23.48%. The most numerous logic cell after layout is sky130_fd_sc_hd__buf_4.

Die
According to the floorplan report, the placeable core area is 3416 um^2. The vertical die dimension is 80 um. The floorplan has 21 rows.

The chip footprint is 6400 um^2. The die width is approximately 80 um. The number of I/O pins is 29. Once the floorplan was initialized, standard cells occupied under 10% of the core.

Outcome
The final reports fail on setup timing. The run finished, with violations left.

Power and ir drop
The design draws 0.001024 W. The leakage component of the power was reported as 0.4061 nW. IR analysis of the VDD net gives a maximum drop of 0.3435 mV. Total power normalized to cell area comes to approximately 1300 nW/um^2.
critical path, stage by stage, from the launching register on:
cell                      delay [ps]
sky130_fd_sc_hd__dfxtp_4         350
sky130_fd_sc_hd__buf_6           120
sky130_fd_sc_hd__nor3b_4         190
sky130_fd_sc_hd__buf_4           140
sky130_fd_sc_hd__and2_1          110
sky130_fd_sc_hd__buf_2            90
metrics by stage:
stage                     cells  hold WS [ps]
final                       130         571.3
after global routing        130         592.9
after CTS                   130         563.4
after detailed placement    121         642.8
after floorplan              43         402.3
after global placement      121         657.3
what timing repair did:
action,4_1_cts,5_1_grt
buffers inserted,6,2
pin swaps,11,9
setup endpoints to repair,20,18
gates cloned,0,0
resized,65,31
cell type report:
type,instances,area (um^2)
Clock buffer,4,26.28
Multi-Input combinational cell,31,281.5
Inverter,2,7.507
Sequential cell,3,68.82
Tap cell,46,57.56
Fill cell,366,2614
Timing Repair Buffer,44,360.3
per-layer routing:
layer,global-route usage (%),vias up
met5,0,-
li1,-,229
met1,4.645,187
met3,1.932,2
met2,6.019,20
met4,1.408,0
power by group:
part           total [W]  internal [W]  switching [W]  leakage [nW]
clock           0.000140     0.0000996      0.0000404        0.0150
sequential      0.000177      0.000124      0.0000530        0.0264
combinational   0.000707      0.000435       0.000272         0.365
total            0.00102      0.000659       0.000365         0.406
path summary, 6_finish.rpt:
path                                  startpoint                to  slack (ps)  cells after the start
worst max-delay path            state[0]$_DFF_P_          data_sel         -20                      5
worst min-delay path                         hit  state[1]$_DFF_P_         570                      3
worst max register to register  state[1]$_DFF_P_  state[1]$_DFF_P_         420                      4
worst min register to register  state[0]$_DFF_P_  state[1]$_DFF_P_         710                      3
cells in the mapped netlist, types with 2 or more instances:
| cell type | number | area [um^2] |
|---|---|---|
| sky130_fd_sc_hd__nor3_1 | 2 | 10.01 |
| sky130_fd_sc_hd__buf_4 | 7 | 52.55 |
| sky130_fd_sc_hd__dfxtp_1 | 3 | 60.06 |
| sky130_fd_sc_hd__nor2_1 | 5 | 18.77 |
| sky130_fd_sc_hd__a21oi_1 | 3 | 15.01 |
| sky130_fd_sc_hd__and2_1 | 2 | 12.51 |
| sky130_fd_sc_hd__nand2_1 | 5 | 18.77 |
| sky130_fd_sc_hd__nor4_1 | 2 | 12.51 |
| sky130_fd_sc_hd__inv_1 | 2 | 7.510 |
| sky130_fd_sc_hd__nor3b_2 | 2 | 25.02 |
kinds of logic after synthesis:
group                  share of synthesized area [%]
AND-OR/OR-AND                                  16.39
flip-flops                                     19.67
AND/OR/NAND/NOR                                40.99
buffers and inverters                          19.67
multiplexers                                   3.279
No activity file was given, so power comes from the tool's default toggle rates.
