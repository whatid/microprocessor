## flow/design.v

```verilog
package lc3b_types;
typedef logic [15:0] lc3b_word;
typedef logic  [7:0] lc3b_byte;
typedef logic   [7:0]  lc3b_trapvect8; 
typedef logic  [10:0] lc3b_offset11; 
typedef logic  [8:0] lc3b_offset9;
typedef logic  [5:0] lc3b_offset6;
typedef logic  [127:0] lc3b_line; 
typedef logic  [8:0] lc3b_tag; 
typedef logic  [4:0] lc3b_imm5;
typedef logic  [3:0] lc3b_imm4; 
typedef logic  [2:0] lc3b_reg;
typedef logic  [2:0] lc3b_nzp;
typedef logic  [2:0] lc3b_3bit; 
typedef logic  [1:0] lc3b_mem_wmask;
typedef logic  [1:0] lc3b_2bit; 
typedef logic  lc3b_sel; 
typedef enum bit [3:0] {
    op_add  = 4'b0001,
    op_and  = 4'b0101,
    op_br   = 4'b0000,
    op_jmp  = 4'b1100,    
    op_jsr  = 4'b0100,    
    op_ldb  = 4'b0010,
    op_ldi  = 4'b1010,
    op_ldr  = 4'b0110,
    op_lea  = 4'b1110,
    op_not  = 4'b1001,
    op_extra  = 4'b1000,
    op_shf  = 4'b1101,
    op_stb  = 4'b0011,
    op_sti  = 4'b1011,
    op_str  = 4'b0111,
    op_trap = 4'b1111
} lc3b_opcode;
typedef enum bit [3:0] {
    alu_add,
    alu_and,
    alu_not,
    alu_pass,
    alu_sll,
    alu_srl,
    alu_sra,
	 alu_sub,
	 alu_or,
	 alu_xor,
	 alu_mult,
	 alu_nor,
	 alu_xnor,
	 alu_nand
} lc3b_aluop;
typedef struct packed 
{
	lc3b_opcode opcode; 
	lc3b_aluop aluop; 
	logic load_cc; 
	logic storemux_sel;
	lc3b_2bit alumux_sel;
	lc3b_3bit regfilemux_sel;
	lc3b_2bit marmux_sel;
	lc3b_sel mdrmux_sel;
	logic storemux_sel2; 
	logic srcmux_sel; 
	logic mem_read;
	logic mem_write;
	logic load_regfile; 
} lc3b_control_word; 
endpackage : lc3b_types
import lc3b_types::*;  
module mux5 #(parameter width = 16)
(
    input logic [2:0] sel,
    input [width-1:0] a, b, c,d,e,
    output logic [width-1:0] f
);
always_comb
begin
   case(sel) 
		3'b000 : f = a; 
		3'b001 : f = b; 
	   3'b010 : f = c;
		3'b011:  f = d;
		3'b100: f = e;
		default: f = a; 
	endcase
end
endmodule : mux5
```

## flow/run.sh

```bash
#!/bin/bash
# OpenROAD 26Q1-2900-gdf79404cd8, Yosys 0.63+post, stock flow scripts
make -C /OpenROAD-flow-scripts/flow DESIGN_CONFIG=/design/flow/config.mk WORK_HOME=/design/flow/orfs finish
```

## flow/config.mk

```make
export PLATFORM = sky130hd
export DESIGN_NAME = mux5
export DESIGN_NICKNAME = mux5
export VERILOG_FILES = /design/flow/design.v
export SDC_FILE = /design/flow/constraint.sdc
export NUM_CORES = 4
export LEC_CHECK = 1
export CORE_AREA = 10 10 70 70
export DIE_AREA = 0 0 80 80
```

## flow/constraint.sdc

```tcl
current_design mux5

set clk_period 3.8
set clk_io_pct 0.2

create_clock -name clk0 -period $clk_period

set non_clock_inputs [all_inputs -no_clocks]
set_input_delay [expr $clk_period * $clk_io_pct] -clock clk0 $non_clock_inputs
set_output_delay [expr $clk_period * $clk_io_pct] -clock clk0 [all_outputs]
```

==> impl_metrics.yaml <==
# yosys + openroad results
min_path:
  worstHoldStart: "a[7]"
  hold-path-endpoint: "f[7]"
  hold_path_class: "in2out"
  hold_path_depth: 3
outcome:
  status: "finished, final reports clean"
sta:
  slew_viol_final: 0
  slew_headroom: 0.5823
  final_hold_viol_count: 0
  finalSetupViolations: 0
  fmax_mhz: 284.9
  min_period_ns: 3.509
  rsz0062_at_grt: "false"
  worst_slew_pin_slew_ns: 0.6266
  setup_tns_ns: 0
  holdWs_ns: 2.479
  finalCritPeriodShare: 0.9235
grt:
  antenna_found_initial: 0
  grt_start_max_net_pins: 33
  grt_pass1_wl_um: 6872
  grt_use_total: 0.1307
  grt.overflow.total: 0
  grt_pass1_vias: 1330
yosys:
  yosys_cells: 117
  yosys_warnings: 1
  avgSynthCellArea_um2: 7.218
  syn_inst: 117
  yosysUniqueCellTypes: 13
  yosys_area_um2: 844.6
  ys_seq_frac: 0
  synth_area_um2: 844.6
job:
  warnings: 33
  drv_cap: 0
placed_design:
  gp_congestion: 0.8045
  io_buffers: 99
  hpwl_um: 3667
  dp_cells: 251
worst_setup_path:
  crit_type: "in2out"
  end_kind: "output port"
  required_ns: 3.04
  critPathLaunchType: "primary input"
  crit_fanout: 17
  arrival_ns: 2.75
power:
  p_int_w: 0.0001515
  combPwrFrac: 1.000
  finalPower_w: 0.0002139
  ir_drop_uv: 51.71
  netSwitchingPower_w: 0.00006240
  clkPwrFrac: 0
  p_sw_frac: 0.2918
  leakage_nw: 0.6297
  powerDensity_mw_per_mm2: 116.2
  p_seq_frac: 0
clock_network:
  cts_resized: 0
  hold_buffers: 0
  cts_setup_buffers: 0
finish:
  fillers: 321
  fin_cells: 251
  ff_latch_area_um2: 0
  lay_top_count: "clkdlybuf4s50_1"
  final_cell_mix: "99 x clkdlybuf4s50_1, 32 x nand3b_1"
  clock_buffers: 0
  seq_cells: 0
  area_delta_synth_final_pct: 117.9
  logic_area_um2: 754.5
  drive_gt1_frac: 0.02927
  utilization: 0.5388
detailed_routing:
  drc: 0
  drtIter0Drc: 37
  firstDrtPassIters: 4
  vias: 1220
  post_drt_wl_per_cell_um: 17.26
  diodes: 0
  wirelength_um: 4332
  avgViaCountPerCell: 4.861
  ant_nets: 0
floorplan:
  die_area_mm2: 0.006400
  initCoreUtil: 0.2473
  ioPinCount: 99
  rows: 21
  die_w_um: 80
  die_y_um: 80
  core_mm2: 0.003416
[kinds of logic after synthesis]
group,after synthesis,synth area share
and+or+nand+nor,52,0.4341
AOI/OAI and AO/OA,49,0.4593
buffers and inverters,16,0.1067
[Yosys cell counts, drive strengths merged]
library cell | number | area share
o22a | 16 | 0.17
clkbuf | 7 | 0.031
a221o | 16 | 0.19
nor2 | 2 | 0.018
nand3b | 32 | 0.28
buf | 9 | 0.076
nand2b | 16 | 0.12
a21oi | 16 | 0.095
and2 | 1 | 0.0074
nor3 | 1 | 0.0059
o21a | 1 | 0.0089
[critical path: stages]
cell             delay, ns
clkdlybuf4s50_1       0.47
o21a_1                0.43
nor2_4                0.41
o22a_1                0.20
clkdlybuf4s50_1       0.47
[per-stage QoR]
step | cell area, um2 | setup WS, ns
after floorplan | 844.6 | 1.340
after global placement | 1841 | 0.3079
after detailed placement | 1841 | 0.2854
after CTS | 1841 | 0.2778
after global routing | 1841 | 0.1146
final | 1841 | 0.2905
[worst max-delay path by stage]
stage / start / end / slack, ns
finish: sel[0] / f[15] / 0.29
global route: sel[0] / f[4] / 0.11
CTS: sel[0] / f[9] / 0.28
[metal layers]
metal  GRT usage  share of wire  vias up  wire length [um]
li1            -              -      644                 -
met1      0.1800           0.43      530              1860
met2      0.2047           0.48       44              2090
met3     0.03977          0.084        2               363
met4    0.005282         0.0039        0                17
met5           0              0        -                 0
[cell type report]
type	instances	area share
well taps	46	0.03127
repair buffers	104	0.5588
multi-input cells	101	0.4099
[power groups by stage]
| stage | clock [W] | combinational, W | sequential, W |
|---|---|---|---|
| 4_1_cts | 0 | 0.000217 | 0 |
| 5_1_grt | 0 | 0.000234 | 0 |
| 6_report | 0 | 0.000214 | 0 |
Power figures rest on the tool's default switching activity, not on a simulated workload.
