### flow/design.v
package lc3b_types;
typedef logic [15:0] lc3b_word;
typedef logic  [7:0] lc3b_byte;
typedef logic   [7:0]  lc3b_trapvect8; 
typedef logic  [10:0] lc3b_offset11; 
typedef logic  [8:0] lc3b_offset9;
typedef logic  [5:0] lc3b_offset6;
typedef logic  [127:0] lc3b_line; 
typedef logic  [8:0] lc3b_tag; 
typedef logic  [4:0] lc3b_imm5;
typedef logic  [3:0] lc3b_imm4; 
typedef logic  [2:0] lc3b_reg;
typedef logic  [2:0] lc3b_nzp;
typedef logic  [2:0] lc3b_3bit; 
typedef logic  [1:0] lc3b_mem_wmask;
typedef logic  [1:0] lc3b_2bit; 
typedef logic  lc3b_sel; 
typedef enum bit [3:0] {
    op_add  = 4'b0001,
    op_and  = 4'b0101,
    op_br   = 4'b0000,
    op_jmp  = 4'b1100,    
    op_jsr  = 4'b0100,    
    op_ldb  = 4'b0010,
    op_ldi  = 4'b1010,
    op_ldr  = 4'b0110,
    op_lea  = 4'b1110,
    op_not  = 4'b1001,
    op_extra  = 4'b1000,
    op_shf  = 4'b1101,
    op_stb  = 4'b0011,
    op_sti  = 4'b1011,
    op_str  = 4'b0111,
    op_trap = 4'b1111
} lc3b_opcode;
typedef enum bit [3:0] {
    alu_add,
    alu_and,
    alu_not,
    alu_pass,
    alu_sll,
    alu_srl,
    alu_sra,
	 alu_sub,
	 alu_or,
	 alu_xor,
	 alu_mult,
	 alu_nor,
	 alu_xnor,
	 alu_nand
} lc3b_aluop;
typedef struct packed 
{
	lc3b_opcode opcode; 
	lc3b_aluop aluop; 
	logic load_cc; 
	logic storemux_sel;
	lc3b_2bit alumux_sel;
	lc3b_3bit regfilemux_sel;
	lc3b_2bit marmux_sel;
	lc3b_sel mdrmux_sel;
	logic storemux_sel2; 
	logic srcmux_sel; 
	logic mem_read;
	logic mem_write;
	logic load_regfile; 
} lc3b_control_word; 
endpackage : lc3b_types
module register #(parameter width = 16)
(
    input clk,
    input load,
    input [width-1:0] in,
    output logic [width-1:0] out
);
logic [width-1:0] data;
initial
begin
    data = 1'b0;
end
always_ff @(posedge clk)
begin
    if (load)
    begin
        data = in;
    end
end
always_comb
begin
    out = data;
end
endmodule : register
### flow/run.sh
#!/bin/bash
# OpenROAD 26Q1-2900-gdf79404cd8, Yosys 0.63+post, stock flow scripts
make -C /OpenROAD-flow-scripts/flow DESIGN_CONFIG=/design/flow/config.mk WORK_HOME=/design/flow/orfs finish
### flow/config.mk
export PLATFORM = sky130hd
export DESIGN_NAME = register
export DESIGN_NICKNAME = register
export VERILOG_FILES = /design/flow/design.v
export SDC_FILE = /design/flow/constraint.sdc
export NUM_CORES = 4
export LEC_CHECK = 1
export CORE_AREA = 10 10 80 80
export DIE_AREA = 0 0 90 90
### flow/constraint.sdc
current_design register

set clk_period 1.0
set clk_io_pct 0.2

create_clock -name clk0 -period $clk_period [get_ports {clk}]

set non_clock_inputs [all_inputs -no_clocks]
set_input_delay [expr $clk_period * $clk_io_pct] -clock clk0 $non_clock_inputs
set_output_delay [expr $clk_period * $clk_io_pct] -clock clk0 [all_outputs]
==> run notes <==
Physical implementation status

The peak supply drop stands at 0.397 mV. Per STA, the worst path accumulates the most delay in the family flip-flops. The total cell area reported by yosys after synthesis stands at 480 um^2.

Of the synthesized area, sequential elements account for 100%. The count of endpoints failing setup in the final report stands at 0. The tree is rooted in a sky130_fd_sc_hd__clkbuf_8. The number of logged tool warnings stands at 25.

The most critical hold endpoint after final layout shows a slack of 0.517 ns. The pin count of the biggest net entering global routing stands at 9. Clock tree synthesis inserted a total of 3 buffers.

The detailed router placed 298 vias in this run. The power density relative to cell area stands at 1580 nW/um^2. The number of different library cells used by synthesis comes to 1.

For this run, the slowest stage of the critical path takes between 0.3 and 0.4 ns. For reference, the top cells by area after synthesis are sky130_fd_sc_hd__edfxtp_1. The row count stands at 25. The final max-slew violation count recorded for this run is 0.

The first TritonRoute pass finished after 2 iterations. The count of nets left with antenna violations once routing finished came out at 0. Summing the areas of all xor and xnor instances in the mapped netlist gives 0% of the synthesized area. The number of global-route vias before repair stands at approximately 350. Input and output buffers added on the ports amount to 33. The part of the power in the clock network stands at 32.0%. The upper clock frequency limit stands at around 1.1 GHz. In this run the standard cell core region covers 4720 um^2. The average vias per placed instance stands at 2.46.

The area of all sequential standard cells stands at about 480 um^2. Per the OpenROAD power report, leakage power amounts to 0.319 nW. TritonCTS built the clock tree.

The gate count after technology mapping stands at 16. The initial antenna violation count is 0. Net switching is between 15 and 20% of the power.

The die is 90 um tall. The routed design shows a wire length per standard cell of 10.8 um. The clock period minus worst slack stands at 0.925 ns. The floorplan utilization stands at 10.2%. The first-pass GRT wire length stands at 2020 um. Per STA, the worst path is made up of buf_2. The buffer depth of the longest clock path stands at 2. For reference, simple AND, OR, NAND and NOR cells occupy 0% of the area reported after synthesis.

Summed over all layers, the global routing overflow is 0. STA reports the tightest min-delay check as being of type in -> reg. The post-synthesis mux area share stands at 0%. The transition at the pin with the smallest max-transition slack stands at 0.105 ns. 0 cells are multi-input combinational gates. Summed over all routing layers, the global router reports a total usage of 3.12%. The final-report hold violation count stands at 0. The final routed wirelength across all metal layers stands at 1310 um. RePlAce ended its routability-driven mode at a weighted congestion of 0.661. Per the CTS log, the maximum H-tree level is 1. The final power report lists total power as ~1.4 mW. The largest fanout on the critical path stands at 1. The die covers about 8100 um^2. Per the synth log, the flip-flop and latch total comes to 16. The slowest stage of the critical path is the sky130_fd_sc_hd__edfxtp_1 cell. Looking at the gate-level netlist, the highest instance count belongs to sky130_fd_sc_hd__edfxtp_1. The routed layout reports a DRC error count of 0. The layout cell share with drive strength beyond 1 stands at 38.9%. The commonest cells after synthesis are sky130_fd_sc_hd__edfxtp_1. The number of buffers and inverters on the critical path is 1.

The run finished with clean final reports. The worst setup path is captured at an output port. 34 I/O pins were placed. The required time of the worst setup path stands at 0.80 ns. For this run, the leading register cell type out of synthesis is sky130_fd_sc_hd__edfxtp_1. STA classifies the critical path startpoint as a flop. The number of clock sinks seen by CTS stands at 16. The initial detailed-routing violation count stands at 6. The post-route utilization of the core is recorded as roughly 18%.

The proportion of power drawn by combinational gates stands at 9.1%. Compared with the post-synthesis result, the final layout area differs by 81.2%. The setup path with the least slack is of type reg -> out. The power report attributes to the sequential group a share of a little under 60%.

The number of filler instances in the final layout stands at 512. In this run the horizontal extent of the chip is 90 um. Per the layout area report, the combinational gate area comes to 0 um^2.

In this run, synthesis inferred 16 flip-flops with an integrated enable. sky130_fd_sc_hd__edfxtp_1 takes more of the synthesized area than any other cell. The design internal power stands at between 1 and 1.5 mW. The average instance area after synthesis stands at 30.0 um^2.

The max capacitance violation total stands at 0. The final antenna diode tally reported by the flow is 0. The arrival time of data at the critical path endpoint stands at 0.73 ns. The worst slew margin relative to its limit stands at 93.0%. The mapped netlist covers slightly below 500 um^2. The switching component of the power was reported as between 0.2 and 0.25 mW. In the synthesized netlist the async set-or-reset flop fraction comes to 0%.

Looking at the worst setup and hold paths, the clock pins of their registers show a slew of 0.05 ns. The synth_stat.txt file lists the number of cells as 16. The share of the cycle needed by the critical path after routing stands at 92.5%.

Setup repair after global routing left no endpoint under its margin. The adder and majority cell fraction of the synthesized area stands at 0%. Of the total synthesized cell area, the portion taken by AND-OR and OR-AND cells is 0%. The post-CTS setup buffer count stands at 0.

The flip-flop count of the largest register, all copies and words added stands at 16. The count of synthesis-stage warnings from yosys stands at 1. The fraction of synthesized cell area taken by the top area cell type stands at 100%.
-- cell families (layout without fill, tap and decap cells) --
kind of cell,Yosys count,in the layout
flops,16,16
buf+inv,0,38
-- cell type report --
class | count | share of cell area [%]
clock buffers | 3 | 4.74
well taps | 67 | 9.63
repair buffers | 35 | 30.5
flip-flops and latches | 16 | 55.2
-- cell usage in the layout (no fill, tap or decap), drive strengths merged --
cell type,synthesis,routed
clkbuf,0,11
clkdlybuf4s50,0,17
buf,0,10
edfxtp,16,16
-- final timing paths --
path / start / slack [ns] / cells after the start / endpoint
setup / recovery: data[1] / 0.07 / 1 / out[1]
hold / removal: in[7] / 0.52 / 1 / data[7]
-- metrics by stage --
| step | TNS [ns] | instances | setup WS, ns | cell area, um^2 |
|---|---|---|---|---|
| detailed placement | -2.38 | 118 | -0.152 | 910 |
| global placement | -2.45 | 118 | -0.154 | 910 |
| floorplan | 0 | 16 | 0.501 | 480 |
| CTS | 0 | 121 | 0.00209 | 911 |
| global route | 0 | 121 | 0.0175 | 871 |
| finish | 0 | 121 | 0.0746 | 871 |
-- routing by layer --
metal	wire [um]	up-vias	global-route usage, %
li1	-	141	-
met1	520	134	3.91
met2	646	21	5.02
met3	93	2	0.754
met4	47	0	1.33
met5	0	-	0
-- power groups by stage --
stage	Clock [mW]	Sequential, mW	Combinational, mW
4_1_cts	0.458	0.811	0.141
5_1_grt	0.506	0.815	0.138
6_report	0.439	0.810	0.125
-- what timing repair did --
action | 4_1_cts | 5_1_grt
endpoints found under the setup margin | 16 | 8
hold buffers | 0 | 0
resized | 40 | 8
No activity file was given, so power comes from the tool's default toggle rates.
